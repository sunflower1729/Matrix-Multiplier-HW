--- ./config.mk ---
export PLATFORM = sky130hd
export DESIGN_NAME = PE
export DESIGN_NICKNAME = PE
export VERILOG_FILES = /design/flow/design.v
export SDC_FILE = /design/flow/constraint.sdc
export NUM_CORES = 4
export LEC_CHECK = 1
export CORE_UTILIZATION = 40
--- ./constraint.sdc ---
current_design PE

set clk_period 16.6
set clk_io_pct 0.2

create_clock -name clk0 -period $clk_period [get_ports {clk}]

set non_clock_inputs [all_inputs -no_clocks]
set_input_delay [expr $clk_period * $clk_io_pct] -clock clk0 $non_clock_inputs
set_output_delay [expr $clk_period * $clk_io_pct] -clock clk0 [all_outputs]
--- ./design.v ---
`timescale 1ns / 1ps
module PE(
    input clk, rst,
    input WR_EN, 
    input [31:0] PSUM, 
    input [15:0] Weight,
    input [15:0] ACT,
    input flag,
    output reg [15:0] out_Weight,
    output reg [15:0] out_ACT,
    output reg [31:0] out_PSUM
    );
    reg [15:0] LRF;
    always@(posedge clk) begin
        if(rst) begin
            LRF = 16'b0;
            out_PSUM = 32'b0;
            out_ACT = 16'b0;      
        end
        else begin
            if(WR_EN)begin
                LRF = Weight;
            end
            out_PSUM = (LRF * ACT) + PSUM;
            out_ACT = ACT;
            if(!flag)
                out_Weight = Weight;
        end    
    end
endmodule
--- ./run.sh ---
#!/bin/bash
# OpenROAD 26Q1-2900-gdf79404cd8, Yosys 0.63+post, stock flow scripts
make -C /OpenROAD-flow-scripts/flow DESIGN_CONFIG=/design/flow/config.mk WORK_HOME=/design/flow/orfs finish
==> flow_metrics.py <==
# Synthesis and PnR figures
metrics = {
    "outcome": {
        "outcome": "finished clean",
    },
    "worst_setup_path": {
        "path_common_cell": "fa_1",
        "r2r_cells": 18,
        "reg2reg_from": "LRF[8]",
        "reg2reg_to": "out_PSUM[26]",
        "r2r_slack_ps": 10320,
        "setup.worst_path.start_class": "input port",
        "path_buffers": 5,
        "cp.arrival_ps": 10320,
        "required_ps": 16860,
        "cp-end-kind": "flip-flop",
        "critical_path_class": "input port to flip-flop",
        "path_cells": "clkdlybuf4s50_1 > mux2_2 > and2_1 > fa_1 > inv_1 > fa_1 > fa_1 > inv_1 > fa_1 > fa_1 > inv_1 > fa_1 > inv_1 > ha_1 > nand4_1 > o31ai_1 > a31oi_1 > o21bai_1 > mux2_2",
        "path_max_fanout": 17,
        "slowest_stage": "clkdlybuf4s50_1",
        "slowest_delay_ps": 930,
        "critPathTopFamily": "adder cells",
    },
    "detailed_routing": {
        "drc": 0,
        "wl_per_cell_um": 15.4,
        "vias_per_cell": 4.76,
        "totalWireLength_um": 27700,
        "drt_iter0_drc": 288,
        "antenna_cells": 0,
        "antenna_left": 0,
        "vias": 8551,
        "drtPass1Iterations": 4,
    },
    "global_route": {
        "grt_first_pass_wirelength_um": 46400,
        "grt_usage_pct": 20.7,
        "grt_overflow": 0,
        "antenna_found_initial": 1,
        "grt_max_degree": 58,
        "grt_pass1_vias": 8818,
    },
    "placed_design": {
        "port_buffers": 131,
        "dp.final_hpwl_um": 22500,
        "place_area_um2": 13500,
        "place_inst": 1779,
        "gp_congestion": 0.891,
    },
    "layout": {
        "logic_area_um2": 8680,
        "n_fill_cell": 2761,
        "final_cell_mix": "inv_1 (327), fa_1 (225), nand2_1 (163)",
        "area_delta_synth_final_pct": 16.7,
        "regArea_um2": 1760,
        "fin_area_um2": 13800,
        "drive_gt1_share_pct": 3.61,
        "finalNonFillerCells": 1795,
        "layout_top_cell": "inv_1",
    },
    "cts": {
        "cts_tree": "yes",
        "clockBufferDepth": 2,
        "insertion_delay_ps": 360,
        "cts_buffers": 9,
        "cts.sinks": 80,
        "clock-root-buffer": "clkbuf_16",
        "htreeDepth": 3,
        "cts_hold_buf": 0,
        "clkTransAtPathRegs_ps": 80,
        "post_cts_buffers": 0,
        "cts_resized": 0,
    },
    "min_path": {
        "hp-class": "flip-flop to flip-flop",
        "whs_path_depth": 2,
        "hold_start": "LRF[9]",
        "min_to": "LRF[9]",
    },
    "flow_run": {
        "tool_warnings": 25,
        "cap_violations": 0,
    },
    "final_timing": {
        "rsz0062_at_grt": "false",
        "clock_skew_ps": 19.0,
        "min_period_ps": 10060,
        "finalSetupTns_ps": 0,
        "fmax_mhz": 99.4,
        "final_max_slew_viol_count": 0,
        "timing.final.crit_share_pct": 60.6,
        "max_slew_margin_pct": 41.9,
        "setup_viol": 0,
        "finalHoldViolations": 0,
        "worst-slew-pin-transition_ps": 864,
    },
    "synthesis": {
        "syn_area_um2": 11900,
        "edf_count": 16,
        "ys.flops": 80,
        "yosysSeqAreaShare_pct": 14.8,
        "synth_cells": 1308,
        "synth-async-reset-ratio_pct": 0,
        "ys_warn_count": 1,
        "top_area_cell": "fa_1",
        "yosysUniqueCellTypes": 43,
        "top_cell_area_share_pct": 38.0,
        "yosys-stat-cells": 1308,
        "postSynthAreaPerCell_um2": 9.07,
        "ys_chip_area_um2": 11900,
        "area_leaders": "fa_1 (38%), dfxtp_1 (11%), ha_1 (10%)",
        "ys.flop_type": "dfxtp_1",
    },
    "die": {
        "die_w_um": 174,
        "design.core.area_um2": 28900,
        "die_h_um": 174,
        "num_rows": 62,
        "io_pins": 132,
        "die-area_um2": 30400,
        "fp_util_pct": 41.0,
    },
}
worst register-to-register path, stage by stage, from the launching register on:
cell and delay (ps):
dfxtp_1 300, mux2_2 410, and2_1 260, fa_1 540, inv_1 50, fa_1 470
fa_1 520, inv_1 60, fa_1 490, fa_1 490, inv_1 50, fa_1 470
inv_1 40, ha_1 400, nand4_1 120, o31ai_1 750, a31oi_1 250, o21bai_1 200
mux2_2 340
cells in the mapped netlist (4+ instances only):
library cell	count
xor2_1	11
clkbuf_1	49
nand2b_1	5
nand2_1	163
xnor2_1	12
a21oi_1	33
inv_1	327
dfxtp_1	64
nor3_1	6
o21ai_0	17
mux2_2	20
a21o_1	5
fa_1	225
and2_1	116
nand4_1	5
o21bai_1	5
nand3_1	8
a31oi_1	8
nor2_1	37
ha_1	99
a211oi_1	4
edfxtp_1	16
and3_1	4
nor2b_1	42
o21a_1	5
state kept, by name (all words and copies together) (netlist names):
signal / flops
out_ACT: 16
LRF: 16
out_Weight: 16
out_PSUM: 32
cell type report:
class | count | share of cell area (%)
clock buffers | 9 | 1.63
multi-input cells | 850 | 62.7
clock inverters | 7 | 0.777
repair buffers | 138 | 9.81
well taps | 384 | 3.47
flip-flops and latches | 80 | 12.7
inverters | 327 | 8.86
worst max path at each step:
stage	start	end	slack, ps	depth (start not counted)
CTS	WR_EN	out_PSUM[26]	6550	19
global route	WR_EN	out_PSUM[26]	6130	19
finish	WR_EN	out_PSUM[26]	6540	19
metal layers:
metal / global-route usage (%) / vias up / wire [µm]
met3: 6.13 / 28 / 2040
met5: 0 / - / 0
met2: 32.5 / 278 / 13600
li1: - / 4055 / -
met4: 3.14 / 0 / 521
met1: 30.3 / 4190 / 11600
stage by stage:
stage | hold slack, ps | setup WS (ps) | util [%]
finish | 844 | 6540 | 47.9
global route | 877 | 6130 | 47.9
CTS | 850 | 6550 | 47.9
detailed placement | 836 | 6180 | 46.7
global placement | 810 | 6250 | 46.7
floorplan | 611 | 7210 | -
cells by family (layout without fill, tap and decap cells):
family | after synthesis | in the layout | synth area share, %
adder cells (fa/ha/maj) | 324 | 324 | 48.4
AND-OR/OR-AND | 93 | 93 | 4.99
multiplexers | 20 | 20 | 1.90
flip-flops | 80 | 80 | 14.8
buffers and inverters | 378 | 481 | 12.0
XOR/XNOR | 23 | 23 | 1.70
AND/OR/NAND/NOR | 390 | 390 | 16.2
