==> flow/design.v <==
`timescale 1ns / 1ps
module signed_floating_point_multiplier(
  input wire [15:0] operand_a,
  input wire [15:0] operand_b,
  input clk,
  input rst,
  output reg [15:0] result
);
  wire sign_a;
  wire sign_b;
  wire sign;
  wire [4:0] exponent_a;
  wire [4:0] exponent_b;
  wire [9:0] fraction_a;
  wire [9:0] fraction_b;
  assign sign_a = operand_a[15];
  assign sign_b = operand_b[15];
  assign sign = sign_a ^ sign_b;
  assign exponent_a = operand_a[14:10];
  assign exponent_b = operand_b[14:10];
  assign fraction_a = operand_a[9:0];
  assign fraction_b = operand_b[9:0];
  reg [4:0] adjusted_exponent;
  reg [9:0] shifted_fraction;
  reg [21:0] multiplied_fraction;
  reg flag;
  always@(posedge clk)begin
    multiplied_fraction = {1'b1, fraction_a} * {1'b1, fraction_b};
    if(multiplied_fraction[21] == 0)
        flag = 0;
    else 
        flag = 1;
    adjusted_exponent = flag ? (exponent_a + exponent_b - 5'b01111 + 1'b1) : (exponent_a + exponent_b - 5'b01111);
    shifted_fraction = flag ? (multiplied_fraction[20:11]) : (multiplied_fraction[19:10]);
    if(operand_a == 16'b0000000000000000 || operand_b == 16'b0000000000000000)begin
        result = 16'b0000000000000000;
    end
    else begin
        result = {sign, adjusted_exponent, shifted_fraction};
    end
    end
endmodule
==> flow/run.sh <==
#!/bin/bash
# OpenROAD 26Q1-2900-gdf79404cd8, Yosys 0.63+post, stock flow scripts
make -C /OpenROAD-flow-scripts/flow DESIGN_CONFIG=/design/flow/config.mk WORK_HOME=/design/flow/orfs finish
==> flow/config.mk <==
export PLATFORM = sky130hd
export DESIGN_NAME = signed_floating_point_multiplier
export DESIGN_NICKNAME = signed_floating_point_multiplier
export VERILOG_FILES = /design/flow/design.v
export SDC_FILE = /design/flow/constraint.sdc
export NUM_CORES = 4
export LEC_CHECK = 1
export CORE_UTILIZATION = 50
==> flow/constraint.sdc <==
current_design signed_floating_point_multiplier

set clk_period 9.4
set clk_io_pct 0.2

create_clock -name clk0 -period $clk_period [get_ports {clk}]

set non_clock_inputs [all_inputs -no_clocks]
set_input_delay [expr $clk_period * $clk_io_pct] -clock clk0 $non_clock_inputs
set_output_delay [expr $clk_period * $clk_io_pct] -clock clk0 [all_outputs]
==> results.toml <==
# generated from flow reports
[final_layout]
syn_to_final_growth_pct = 12.5
largest_reg_flops = 16
fin_area_um2 = 5270
drive_above_1_share = 0.0242
most-common-layout-cells = "inv_1 (127), fa_1 (80), nand2_1 (66), ha_1 (64), clkdlybuf4s50_1 (48)"
layout.cells.non_filler = 686
fillerInstances = 817
lay_top_count = "inv_1"

[setup_path]
required_ps = 9510
cp.arrival_ps = 8240
worst_setup_path_start_kind = "input pin"
endpoint_kind = "flop"
cpPeakStageDelay_ps = 840
criticalPathCategory = "input pin to flop"
path_buffers = 6
path_max_fanout = 12
critPathSlowestCell = "clkdlybuf4s50_1"
cp_top_family = "adder cells"
path_cells = "clkdlybuf4s50_1, nand2_1, fa_1, inv_1, fa_1, inv_1, fa_1, inv_1, fa_1, inv_1, fa_1, inv_1, ha_1, and3_1, a221oi_2, o211ai_2, a211oi_4, xor2_1, and3_1, nor4_2"

[hold_path]
hold_path_end = "result[15]"
holdCritStartpoint = "operand_a[15]"
min_path_type = "input pin to flop"
whs_path_depth = 3

[placed_design]
dpl.cell_count = 682
dp_hpwl_um = 8100
finalWeightedCongestion = 0.852
numPortBuffers = 48
dpl_cell_area_um2 = 5220

[synth]
async_flop_share = 0
synth.distinct_cells = 52
yosys_area_um2 = 4690
ys_warn_count = 1
ff_type = "dfxtp_1"
netlist_area_um2 = 4690
synth_cells = 547
ys_seq_share = 0.0683
edf_count = 0
yosys-top-cells-area = "fa_1 (34%), ha_1 (17%), inv_1 (10%)"
synth_flops = 16
avgSynthCellArea_um2 = 8.57
top_area_frac = 0.342
ys_cells = 547
top_area_cell = "fa_1"

[power]
power.share.switching = 0.500
p_switching_w = 0.000809
p_int_w = 0.000808
vdd_drop_max_uv = 279
p_per_area_nw_per_um2 = 307
clock_power_share = 0.036
pwr-share-seq = 0.074
total_leakage_power_nw = 2.74
p_comb_frac = 0.890

[run]
drv_cap = 0
warning_count = 28

[floorplan]
chipArea_um2 = 9770
die_h_um = 98.8
fp.dieW_um = 98.8
core_area_um2 = 8890
ioPinCount = 50
rows = 34
fp_util = 0.527

[global_route]
grt_pass1_wl_um = 18000
gr-usage-all-layers = 0.248
grt_max_degree = 20
grt.overflow.total = 0
grt_pass1_vias = 3955
antenna_found_initial = 0

[clock_network]
cts-htree-levels = 1
clk_pin_slew_ps = 60
cts_sinks = 16
cts_tree = "yes"
cts_buffers = 3
clock-root-buffer = "clkbuf_8"
cts_max_path_buffers = 2
holdBufCountCts = 0
cts_resized = 0
post_cts_buffers = 0

[routing]
finalWirelength_um = 9750
drcViolationCount = 0
drt_iter0_drc = 95
vias = 3640
wl_per_cell_um = 14.2
diodes = 0
ant_nets = 0
dr.pass1.iters = 4
via_per_inst = 5.31

[timing]
slew_violations = 0
tightest_slew_ps = 847
hold_violations = 0
post-route-period-util = 0.865
relSlewSlack = 0.433
finalCriticalPeriod_ps = 8130
tns_ps = 0
setup_violations = 0
rsz0062_at_grt = "false"
max_clock_freq_ghz = 0.123

[outcome]
status = "finished clean"
-- power by group through the flow --
stage	Clock [W]	Sequential, W	Combinational [W]
5_1_grt	0.0000649	0.000123	0.00169
6_report	0.0000582	0.000120	0.00144
4_1_cts	0.0000603	0.000121	0.00147
-- layer usage --
metal	routed length [um]	GRT usage	vias up
met5	0	0	-
met4	0	0.00344	0
met3	893	0.0859	0
met2	4670	0.414	111
met1	4190	0.349	1751
li1	-	-	1778
-- how the worst max path moves through the flow --
| stage | start | end | slack, ps | cells after the start |
|---|---|---|---|---|
| final | operand_a[7] | result[9] | 1270 | 20 |
| after global routing | operand_a[7] | result[9] | 880 | 20 |
| after CTS | operand_a[7] | result[9] | 1260 | 20 |
-- cells by family after synthesis --
kind of cell,synth area share
mux,0.00214
compound gates,0.0966
flops,0.0683
xor+xnor,0.0278
buf+inv,0.120
fa+ha+maj,0.513
simple gates,0.173
-- synthesized netlist by cell type, types with 4 or more instances --
library cell	instances
inv_1	127
fa_1	80
nand2_1	66
ha_1	64
and2_1	40
clkbuf_1	18
a21oi_1	17
nor2_1	17
dfxtp_1	16
nand3_1	9
a21o_1	8
nor4_1	8
o21ai_0	7
xnor2_1	7
xor2_1	6
a211oi_1	5
and3_1	4
nand4_1	4
-- metrics by stage --
| step | worst slack [ps] | hold WS [ps] | power, W | util |
|---|---|---|---|---|
| after floorplan | 2440 | 2020 | 0.00125 | - |
| after global placement | 1050 | 2540 | 0.00157 | 0.587 |
| after detailed placement | 1010 | 2530 | 0.00158 | 0.587 |
| after CTS | 1260 | 2320 | 0.00165 | 0.593 |
| after global routing | 880 | 2370 | 0.00188 | 0.593 |
| final | 1270 | 2320 | 0.00162 | 0.593 |
-- layout make-up --
cell class | instances | area [um^2] | area share
Tap cell | 108 | 135 | 0.0256
Timing Repair Buffer | 48 | 480 | 0.0911
Sequential cell | 16 | 320 | 0.0607
Inverter | 127 | 477 | 0.0904
Clock buffer | 4 | 55.1 | 0.0104
Multi-Input combinational cell | 383 | 3800 | 0.722
-- worst min-delay path: stages --
cell and delay, ps:
clkdlybuf4s50_1 430, xnor2_1 150, nor2_1 70
No activity file was given, so power comes from the tool's default toggle rates.
